$ cat design/flow/design.v
module counter (
    input clk, up_down, reset_n, enable,
    output reg [3:0] count
);
    always @(posedge clk) begin
        if (reset_n == 1'b1) begin
            count <= 4'b0000;
        end else if (enable) begin
            count <= up_down ? count + 1 : count - 1;
        end
    end
endmodule
$ cat design/flow/run.sh
#!/bin/bash
# OpenROAD 26Q1-2900-gdf79404cd8, Yosys 0.63+post, stock flow scripts
make -C /OpenROAD-flow-scripts/flow DESIGN_CONFIG=/design/flow/config.mk WORK_HOME=/design/flow/orfs finish
$ cat design/flow/constraint.sdc
current_design counter

set clk_period 2.3
set clk_io_pct 0.2

create_clock -name clk0 -period $clk_period [get_ports {clk}]

set non_clock_inputs [all_inputs -no_clocks]
set_input_delay [expr $clk_period * $clk_io_pct] -clock clk0 $non_clock_inputs
set_output_delay [expr $clk_period * $clk_io_pct] -clock clk0 [all_outputs]
$ cat design/flow/config.mk
export PLATFORM = sky130hd
export DESIGN_NAME = counter
export DESIGN_NICKNAME = counter
export VERILOG_FILES = /design/flow/design.v
export SDC_FILE = /design/flow/constraint.sdc
export NUM_CORES = 4
export LEC_CHECK = 1
export CORE_AREA = 10 10 70 70
export DIE_AREA = 0 0 80 80
==> impl_metrics.yaml <==
# yosys + openroad results
floorplanning:
  num_io_pins: 8
  num_rows: 21
  dieWidth_um: 80
  core_area_sq_um: 3416
  die_h_um: 80
  die_area_sq_um: 6400
  initial_core_util_pct: 6.850
routing:
  ant_nets: 0
  vias: 195
  drt_wl_total_um: 571
  drt_iter0_drc: 1
  viasPerCell: 2.438
  drc: 0
  wire_per_inst_um: 7.138
  first_pass_iters: 2
  diodes: 0
setup_path:
  cp.arrival_ps: 2200
  critPathCaptureType: "flip-flop"
  critPathKind: "in -> reg"
  cp_max_fo: 3
  required_ps: 2420
  cp-start-kind: "primary input"
clocking:
  hold_buffers: 0
  clk_path_buf_depth: 2
  clockRootBuffer: "clkbuf_4"
  h-tree-depth: 1
  clk_latency_ps: 230
  postCtsResizedCells: 0
  cts_sinks: 4
  cts_made_buffers: 3
  postCtsSetupBuffers: 0
  cts.clk_slew.worst_paths_ps: 40
  cts_tree: "yes"
timing:
  rsz0062_at_grt: "no"
  period_used_pct: 90.52
  fin_ws_ps: 218.0
  setup_violations: 0
  finalCriticalPeriod_ps: 2082
  max-slew-margin-rel_pct: 83.03
  timing.fmax_mhz: 480.3
  drv_slew: 0
  worstMarginPinSlew_ps: 253.8
  skew_ps: 0.6644
  final-hold-violation-count: 0
  worst_hold_slack_ps: 502.1
logic_synthesis:
  synth_chip_area_sq_um: 234.0
  ys_warn_count: 1
  top_cell_area_share_pct: 34.22
  yosys-stat-cells: 24
  top_area_cell: "dfxtp_1"
  syn_avg_cell_area_sq_um: 9.749
  ys_seq_share_pct: 34.22
  async_flop_share_pct: 0
  area_leaders: "dfxtp_1 34%, ha_1 11%, fa_1 8.6%, mux2i_1 8.6%, xnor2_1 7.5%"
  ff_type: "dfxtp_1"
  ys_types: 14
  synth-edff-count: 0
  netlist_instances: 24
  syn-cell-area_sq_um: 234.0
  synth_flops: 4
place:
  io_buffers: 7
  post_dp_cell_area_sq_um: 365.4
  place_congestion: 0.6921
  pre_cts_slack_ps: -33.72
  dpl.cell_count: 77
final_layout:
  finish.utilization_pct: 11.36
  final_cells: 80
  largest_register_ffs: 4
  fillers: 408
  drive_gt1_share_pct: 14.71
  largestRegisters: "count: 4 flops"
  largest_register: "count"
  syn2layout_area_growth_pct: 65.78
  fin_area_sq_um: 387.9
pwr:
  p_leak_nw: 0.1595
  ir_drop_mv: 0.2251
  power_density_nw_per_um2: 613.5
outcome:
  status: "finished, final reports clean"
flow_run:
  warnings: 25
  cap_violations: 0
global_routing:
  grt_max_degree: 7
  grt_pass1_vias: 228
  grt_usage_pct: 1.924
  grt_overflow: 0
  grt_pass1_wl_um: 979
  antenna_found_initial: 0
min_path:
  hold_path.class: "reg -> reg"
-- worst max-delay path, cell delays in order --
cell	delay [ps]
clkdlybuf4s50_1	480
inv_1	70
ha_1	290
a21o_1	190
a21oi_2	140
mux2i_1	230
mux2_1	330
-- worst paths after layout --
check | from | end | slack (ps) | depth (start not counted)
worst min register to register | count[2]$_SDFFE_PP0P_ | count[2]$_SDFFE_PP0P_ | 500 | 2
worst min-delay path | count[2]$_SDFFE_PP0P_ | count[2]$_SDFFE_PP0P_ | 500 | 2
worst max-delay path | up_down | count[3]$_SDFFE_PP0P_ | 220 | 7
worst max register to register | count[1]$_SDFFE_PP0P_ | count[3]$_SDFFE_PP0P_ | 670 | 5
-- per-stage QoR --
| step | setup TNS [ps] | total power [mW] |
|---|---|---|
| 4_1_cts | 0 | 0.2471 |
| 5_1_grt | 0 | 0.2644 |
| 3_3_place_gp | -42.88 | 0.1528 |
| 3_5_place_dp | -33.72 | 0.1533 |
| 2_1_floorplan | 0 | 0.1220 |
| 6_report | 0 | 0.2379 |
-- where the power goes --
part	total (mW)	internal [mW]	switching, mW	leakage [nW]
sequential	0.0870	0.0786	0.00838	0.0332
combinational	0.0646	0.0413	0.0233	0.112
clock	0.0863	0.0583	0.0280	0.0138
total	0.238	0.178	0.0597	0.159
-- Yosys cell counts, drive strengths merged, types with 2 or more instances --
cell,number
nor2,4
mux2i,2
dfxtp,4
nand2,2
ha,2
xnor2,2
-- cell usage in the layout (no fill, tap or decap), drive strengths merged --
cell           instances
clkdlybuf4s50          7
nor2                   4
dfxtp                  4
clkbuf                 3
xnor2                  2
nand2                  2
mux2i                  2
ha                     2
inv                    1
a211oi                 1
nor2b                  1
a21o                   1
a21oi                  1
mux2                   1
fa                     1
buf                    1
-- cell type report --
type	instances	area (sq um)	area share [%]
multi-input cells	18	146.4	37.74
flip-flops and latches	4	80.08	20.65
repair buffers	8	77.57	20.00
well taps	46	57.56	14.84
clock buffers	3	22.52	5.806
inverters	1	3.754	0.9677
-- per-layer routing --
layer	track usage, %	part of all wire (%)	wire length (um)	vias up
met5	0	0	0	-
met4	0.7042	0	0	0
met3	1.364	9.6	55	0
met2	2.729	44	251	5
met1	2.200	46	264	89
li1	-	-	-	101
-- kinds of logic (layout without fill, tap and decap cells) --
| family | count (synthesis) | in the layout | share of synthesized area [%] |
|---|---|---|---|
| multiplexers | 3 | 3 | 13.37 |
| AND-OR/OR-AND | 3 | 3 | 10.16 |
| XOR/XNOR | 2 | 2 | 7.488 |
| AND/OR/NAND/NOR | 7 | 7 | 12.30 |
| buffers and inverters | 2 | 12 | 3.205 |
| adder cells (fa/ha/maj) | 3 | 3 | 19.25 |
| flip-flops | 4 | 4 | 34.23 |
Power and IR drop assume default switching activity.
