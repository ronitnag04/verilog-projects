==> design/flow/design.v <==
module fa_bh(s, c_out, a, b, c_in);
    input a, b, c_in;
    output s, c_out;
    reg s, c_out;
    always @(a, b, c_in) begin
        s = a ^ b ^ c_in;
        c_out = (a&b) | (a&c_in) | (b&c_in);
    end
endmodule
module fa_n #(parameter W = 4) (
    input[W-1:0] a,
    input[W-1:0] b,
    input c_in,
    output[W-1:0] s,
    output c_out
);
wire[W:0] ripple_c;
assign ripple_c[0] = c_in;
genvar bit_fa;
generate
    for (bit_fa = 0; bit_fa < W; bit_fa = bit_fa + 1) begin
        wire s_bit, c_out_bit;
        fa_bh fa(
            .s(s[bit_fa]),
            .c_out(ripple_c[bit_fa+1]),
            .a(a[bit_fa]),
            .b(b[bit_fa]),
            .c_in(ripple_c[bit_fa])
        );
    end
endgenerate
assign c_out = ripple_c[W];
endmodule
==> design/flow/run.sh <==
#!/bin/bash
# OpenROAD 26Q1-2900-gdf79404cd8, Yosys 0.63+post, stock flow scripts
make -C /OpenROAD-flow-scripts/flow DESIGN_CONFIG=/design/flow/config.mk WORK_HOME=/design/flow/orfs finish
==> design/flow/config.mk <==
export PLATFORM = sky130hd
export DESIGN_NAME = fa_n
export DESIGN_NICKNAME = fa_n
export VERILOG_FILES = /design/flow/design.v
export SDC_FILE = /design/flow/constraint.sdc
export NUM_CORES = 4
export LEC_CHECK = 1
export CORE_AREA = 10 10 70 70
export DIE_AREA = 0 0 80 80
==> design/flow/constraint.sdc <==
current_design fa_n

set clk_period 2.2
set clk_io_pct 0.2

create_clock -name clk0 -period $clk_period

set non_clock_inputs [all_inputs -no_clocks]
set_input_delay [expr $clk_period * $clk_io_pct] -clock clk0 $non_clock_inputs
set_output_delay [expr $clk_period * $clk_io_pct] -clock clk0 [all_outputs]
==> flow_summary_export.csv <==
group,metric,value,unit
outcome,outcome,"complete, but fails checks",
outcome,violations,"setup timing",
critical_path,crit_arrival,2090,ps
power,clock_power_share,0,%
routing,wirelength,505,um
synthesis,syn_area,148,um2
global_route,grt_usage,1.44,%
power,p_int,37.5,uW
routing,antennaDiodeCount,0,
cells_and_area,area_growth_syn_to_layout,112,%
cells_and_area,final_cell_mix,"5 x inv_1, 5 x clkdlybuf4s50_1",
final_timing,setup_tns,-457,ps
global_route,grt_pass1_vias,135,
global_route,grt_first_pass_wirelength,696,um
power,p_seq_share,0,%
critical_path,slowest_stage,"fa_1",
final_timing,fin_crit,2530,ps
routing,drc,0,
critical_path,cp-start-kind,"primary input",
synthesis,yosys_area,148,um2
critical_path,crit_top_cell,"fa_2",
power,pwr-share-comb,100.0,%
job,warnings,35,
cells_and_area,drive_gt1_share,50.0,%
global_route,antenna_found_initial,0,
routing,vias_per_cell,1.66,
critical_path,critPathTopFamily,"adder cells",
synthesis,postSynthCellCount,18,
critical_path,worstPathRequired,1760,ps
power,p_leak,0.141,nW
cells_and_area,fillers,404,
power,powerDensity,188,nW/um2
hold_path,hp-start,"b[1]",
critical_path,critPathCaptureType,"output port",
die,core_area,3420,um2
hold_path,hold_class,"primary input to output port",
synthesis,ys_cells,18,
final_timing,max_freq,0.396,GHz
clock_network,postCtsSetupBuffers,0,
synthesis,ys_seq_share,0,%
critical_path,crit_type,"primary input to output port",
hold_path,whs_endpoint,"s[1]",
final_timing,period_used_share,115,%
job,drv_cap,0,
routing,route.antenna.remaining_nets,0,
die,die_w,80,um
final_timing,drv_slew,0,
synthesis,synth.distinct_cells,3,
routing,vias,123,
routing,drt_iter0_drc,0,
final_timing,fin_ws,-327,ps
placed_design,portBuffers,14,
final_timing,setup_viol,2,
placed_design,hpwl,513,um
global_route,grt_max_degree,2,
synthesis,avgSynthCellArea,8.20,um2
final_timing,tightest_slew,110,ps
power,switchingPower,21.2,uW
power,p_sw_share,36.2,%
placed_design,placed_cell_area,320,um2
cells_and_area,regArea,0,um2
critical_path,path_max_fanout,1,
routing,wire_per_inst,6.82,um
die,die_y,80,um
global_route,gr-total-overflow,0,
hold_path,whs_path_depth,3,
die,initial_core_util,4.32,%
cells_and_area,fin_area,313,um2
critical_path,worst-path-stages,10,
critical_path,worst-path-buf-inv,6,
routing,dr.pass1.iters,1,
cells_and_area,nFlopsAndLatches,0,
die,die_area,6400,um2
synthesis,ys_warn_count,1,
die,rows,21,
clock_network,hold_buffers,0,
final_timing,hold_viol,0,
critical_path,path_cells,"buf_6, inv_4, fa_2, inv_2, fa_2, fa_2, inv_2, fa_1, inv_1, buf_2",
final_timing,holdWs,1510,ps
power,vdd_ir_drop_max,0.0208,mV
final_timing,rsz0062_at_grt,"true",
cells_and_area,mi_logic_area,87.6,um2
cells_and_area,clock_buffer_count,0,
die,io-pin-count,14,
final_timing,slew-limit-headroom,92.7,%
critical_path,critPathMaxStageDelay,400,ps
placed_design,place_congestion,0.661,
[power by group through the flow]
stage / combinational [mW] / sequential (mW) / clock [mW]
CTS: 0.0628 / 0 / 0
global route: 0.0686 / 0 / 0
finish: 0.0587 / 0 / 0
[cell usage after synthesis, drive strengths merged]
cell | count | area [um2]
fa | 4 | 80.1
inv | 10 | 37.5
buf | 4 | 30.0
[worst max path at each step]
| stage | start | to | slack [ps] |
|---|---|---|---|
| CTS | c_in | s[3] | -400 |
| global route | c_in | s[3] | -390 |
| finish | c_in | s[3] | -330 |
[layer usage]
layer	global-route usage [%]	vias up	routed length, um	share of wire (%)
li1	-	60	-	-
met1	1.40	56	170	34
met2	2.41	7	234	46
met3	1.25	0	101	20
met4	0	0	0	0
met5	0	-	0	0
[cell families after synthesis]
family / count (synthesis) / synth area share, %
fa+ha+maj: 4 / 54.2
buf+inv: 14 / 45.8
[per-stage QoR]
stage | utilization, % | total power [mW] | setup WS (ps) | std cells
floorplan | - | 0.0318 | -182 | 18
global placement | 9.38 | 0.0694 | -1050 | 74
detailed placement | 9.38 | 0.0704 | -1060 | 74
CTS | 9.27 | 0.0628 | -402 | 74
global route | 9.16 | 0.0686 | -391 | 74
finish | 9.16 | 0.0587 | -327 | 74
[worst min-delay path, cell delays in order]
cell and delay (ps):
dlygate4sd2_1 220, fa_2 200, dlygate4sd2_1 210
[timing repair]
| action | in CTS | in global routing |
|---|---|---|
| gates resized | 31 | 2 |
| endpoints found under the setup margin | 5 | 3 |
| pin swaps | 4 | 3 |
[area by class of cell]
class	instances	share of cell area, %
Timing Repair Buffer	14	40.0
Inverter	10	13.6
Multi-Input combinational cell	4	28.0
Tap cell	46	18.4
Power and IR drop assume default switching activity.
