==> flow/design.v <==
module uart_transmitter(
    input clk,
    input rst,
    input [7:0] data,
    input load,
    output wire tx
);
    reg[8:0] tx_queue = 9'b111111111;
    reg[4:0] transmit = 5'd9;
    reg tx_reg = 1'b1;
    assign tx = tx_reg;
    always @(negedge clk) tx_reg = (transmit > 0) ? tx_queue[0] : 1'b1;
    always @(posedge clk) begin
        if (rst) begin
            transmit <= 0;
            tx_queue <= 9'b111111111;
        end else if (load) begin
            transmit <= 9;
            tx_queue <= {data, 1'b0};
        end else if (transmit > 0) begin
            tx_queue <= {1'b1, tx_queue[8:1]};
            transmit <= transmit - 1;
        end
    end
endmodule
==> flow/run.sh <==
#!/bin/bash
# OpenROAD 26Q1-2900-gdf79404cd8, Yosys 0.63+post, stock flow scripts
make -C /OpenROAD-flow-scripts/flow DESIGN_CONFIG=/design/flow/config.mk WORK_HOME=/design/flow/orfs finish
==> flow/config.mk <==
export PLATFORM = sky130hd
export DESIGN_NAME = uart_transmitter
export DESIGN_NICKNAME = uart_transmitter
export VERILOG_FILES = /design/flow/design.v
export SDC_FILE = /design/flow/constraint.sdc
export NUM_CORES = 4
export LEC_CHECK = 1
export CORE_AREA = 10 10 72 72
export DIE_AREA = 0 0 82 82
==> flow/constraint.sdc <==
current_design uart_transmitter

set clk_period 2.5
set clk_io_pct 0.2

create_clock -name clk0 -period $clk_period [get_ports {clk}]

set non_clock_inputs [all_inputs -no_clocks]
set_input_delay [expr $clk_period * $clk_io_pct] -clock clk0 $non_clock_inputs
set_output_delay [expr $clk_period * $clk_io_pct] -clock clk0 [all_outputs]
==> reports/notes.md <==
- total vias in the final route: 593
- Worst Tran Pin Value: 0.7940 ns
- final design instance area without fill: 912.1 µm²
- most area-hungry cell type in the Yosys netlist: sky130_fd_sc_hd__dfxtp_1
- Clk Latency, worst-skew pair: 0.30 ns
- core occupancy in the finished layout: 0.2473
- clock buffers created by TritonCTS: 3
- Critical Path Max Stage Delay: 0.28 ns
- overall track demand over capacity in global routing: 0.04367
- switching power: 0.1683 mW
- x dimension of the die: 82 µm
- proportion of register bits with asynchronous set or reset after synthesis: 0
- via-per-instance ratio: 4.425
- count of warning messages emitted by the tools: 27
- Crit path depth: 1
- start point of the critical path: tx_reg$_SDFF_NN1_
- share of layout cells above drive strength 1: 0.1977
- chip area line of the yosys report: 678.2 µm²
- final estimated routing congestion in global placement: 0.7632
- number of top-level pins: 12
- Core Footprint: 3689 µm²
- worst endpoint data arrival time: 1.93 ns
- Max clock buf depth: 2
- Remaining Overflow, GRT: 0
- type of the tightest min-delay check: reg2reg
- Site Rows: 22
- Wirelength per Cell: 10.51 µm
- Logic area: 344.1 µm²
- required arrival time at the worst endpoint: 2.00 ns
- final tally of setup violations: 0
- multiplexer share of the synthesized area: 0.01476
- cell area after technology mapping: 678.2 µm²
- First DRT Iteration DRCs: 19
- proportion of power drawn by flip-flops and latches: 0.445
- maximum fanout along the worst path: 1
- Post-synth EDFFs: 0
- total of hold buffers inserted after clock tree synthesis: 0
- buffers and inverters on the worst path: 1
- 1st-pass router iterations: 4
- Leakage Power: 0.3054 nW
- IR Drop Worst-Case VDD: 0.3419 mV
- detailed-placement wirelength estimate: 976.6 µm
- root buffer cell: sky130_fd_sc_hd__clkbuf_8
- clock tree from TritonCTS: done
- Switching Fraction: 0.2742
- Init Core Util: 0.1839
- Post-Synth AOI/OAI Area: 0.09779
- overall routed net length: 1408 µm
- count of placed standard cells including taps: 130
- critical path type: reg2out
- DRC violation count after routing: 0
- Critical Path End Type: output pin
- CTS resizes: 3
- H-tree depth reported by CTS: 1
- count of yosys warnings during synthesis: 1
- Reg clk slew, reported paths: 0.06 ns
- area share of fa/ha/maj cells after synthesis: 0.01845
- number of sinks on the clock net: 15
- Syn-to-layout area delta: 34.50%
- Int Power: 0.4453 mW
- chip area: 6724 µm²
- worst setup path endpoint: tx
- source of the worst register-to-register timing path: transmit[0]$_SDFFE_PP0P_
- Largest delay share family, worst path: flip-flops
- post-synthesis area per instance: 9.419 µm²
- area used by sequential logic in the layout: 301.5 µm²
- tally of non-filler cells in the final layout: 134
- maximum number of pins on one net before global-route repair: 25
- RSZ-0062 raised after global routing: no
- hold violation total from the final report: 0
- first-pass GRT wire length: 2387 µm
- XORs/XNORs by Area: 0.02583
- dpl cell area: 868.3 µm²
- dominant kind of combinational cell: simple AND/OR/NAND/NOR gates
- number of cells produced by synthesis: 72
- number of max-cap violations: 0
- final antenna-violating net count: 0
- number of I/O port buffers: 11
- antenna diode count: 0
- most common flop cell mapped by yosys: sky130_fd_sc_hd__dfxtp_1
- relative contribution of the clock network to total power: 0.329
- final number of max-transition violations: 0
- worst slew margin relative to its limit: 0.4690
- number of cells in the yosys synthesis report: 72
- synthesis-stage register bit count: 15
- final-layout fill cell count: 410
- top post-synthesis cells by count: 15 x sky130_fd_sc_hd__dfxtp_1, 15 x sky130_fd_sc_hd__nor3_1, 13 x sky130_fd_sc_hd__nor4_1
- power density normalized to cell area: 672.7 nW/µm²
- post-synthesis simple-gate area fraction: 0.3321
- Critical Path Slowest Stage Cell: sky130_fd_sc_hd__dfxtp_1
- worst setup slack for register-to-register paths: 0.10 ns
- launching element type of the critical path: register
- vertical extent of the die: 82 µm
- largest cells by area after synthesis: sky130_fd_sc_hd__dfxtp_1 44%, sky130_fd_sc_hd__nor4_1 12%, sky130_fd_sc_hd__nor3_1 11%
- Clock Skews: 0.06211 ns
- cells along the critical path: buf_2
- Post-synth seq share: 0.4428
- combinational share of power: 0.226
- worst r2r dst: tx_reg$_SDFF_NN1_
- initial antenna violation count: 0
- result of the run: finished, final reports clean
- vias in the first global route: 570
- top cell type's share of synthesized area: 0.4428
- count of unique library cells instantiated by Yosys: 22
- worst reg-to-reg path cell count: 4
- flip-flop count of the largest register after layout: 9
- number of post-CTS setup repair buffers: 0
## power groups by stage
stage | registers [mW] | clock network [mW] | logic (mW)
6_report | 0.273 | 0.202 | 0.139
5_1_grt | 0.275 | 0.220 | 0.154
4_1_cts | 0.273 | 0.209 | 0.140
## per-layer routing
layer	vias up	routed length, µm	track usage
li1	305	-	-
met1	277	665	0.05151
met2	9	639	0.07288
met3	2	87	0.02093
met4	0	16	0.005102
met5	-	0	0
## how the worst min path moves through the flow
stage | slack [ns] | depth (start not counted) | endpoint | start
after CTS | 0.52 | 2 | tx_queue[8]$_SDFFE_PP1P_ | tx_queue[8]$_SDFFE_PP1P_
after global routing | 0.55 | 1 | transmit[4]$_SDFFE_PP0P_ | transmit[4]$_SDFFE_PP0P_
final | 0.52 | 2 | tx_queue[8]$_SDFFE_PP1P_ | tx_queue[8]$_SDFFE_PP1P_
## final cells by class
type | instances | area share
Multi-Input combinational cell | 47 | 0.3772
Sequential cell | 15 | 0.3306
Timing Repair Buffer | 16 | 0.1564
Tap cell | 48 | 0.06584
Clock buffer | 3 | 0.04527
Clock inverter | 2 | 0.01235
Inverter | 3 | 0.01235
## cell usage in the layout, fill, tap and decap left out
| master | netlist | layout |
|---|---|---|
| sky130_fd_sc_hd__xnor2_1 | 2 | 2 |
| sky130_fd_sc_hd__nor3b_1 | 1 | 1 |
| sky130_fd_sc_hd__clkdlybuf4s50_1 | 0 | 10 |
| sky130_fd_sc_hd__or2b_1 | 1 | 1 |
| sky130_fd_sc_hd__a211oi_1 | 3 | 3 |
| sky130_fd_sc_hd__buf_4 | 0 | 5 |
| sky130_fd_sc_hd__nor4_1 | 13 | 13 |
| sky130_fd_sc_hd__inv_2 | 0 | 2 |
| sky130_fd_sc_hd__clkbuf_8 | 0 | 3 |
| sky130_fd_sc_hd__a311oi_1 | 1 | 1 |
| sky130_fd_sc_hd__nor4b_4 | 1 | 1 |
| sky130_fd_sc_hd__a2111oi_2 | 1 | 1 |
| sky130_fd_sc_hd__ha_4 | 0 | 1 |
| sky130_fd_sc_hd__dfxtp_2 | 0 | 1 |
| sky130_fd_sc_hd__nor4b_1 | 1 | 1 |
| sky130_fd_sc_hd__clkinv_1 | 1 | 1 |
| sky130_fd_sc_hd__nor3_1 | 15 | 15 |
| sky130_fd_sc_hd__or4b_4 | 1 | 1 |
| sky130_fd_sc_hd__buf_2 | 0 | 1 |
| sky130_fd_sc_hd__inv_1 | 3 | 1 |
| sky130_fd_sc_hd__a21oi_1 | 1 | 1 |
| sky130_fd_sc_hd__clkinvlp_4 | 0 | 1 |
| sky130_fd_sc_hd__mux2i_1 | 1 | 1 |
| sky130_fd_sc_hd__nor2_1 | 2 | 2 |
| sky130_fd_sc_hd__dfxtp_1 | 15 | 14 |
| sky130_fd_sc_hd__o21bai_1 | 2 | 2 |
## cell families after synthesis
family	count (synthesis)
simple gates	35
flops	15
buf+inv	10
compound gates	8
xor+xnor	2
mux	1
fa+ha+maj	1
## stage by stage
stage	total power, mW	setup slack, ns	hold slack [ns]	setup TNS (ns)
finish	0.6136	0.06682	0.5182	0
global route	0.6491	0.04407	0.5548	0
CTS	0.6218	0.05602	0.5223	0
detailed placement	0.4231	0.008058	0.5072	0
global placement	0.4189	0.003996	0.4974	0
floorplan	0.3821	-0.07435	0.4772	-0.07435
Power is estimated from default activity; no workload was simulated.
